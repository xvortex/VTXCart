`./design.v`:
```
`timescale 1ns/1ns
module zmc2_dot(
	input CLK_12M,
	input EVEN,
	input LOAD,
	input H,
	input [31:0] CR,
	output reg [3:0] GAD, GBD,
	output reg DOTA, DOTB
);
	reg [31:0] SR;
	always @(negedge CLK_12M)
	begin
		if (LOAD) SR <= CR;
		else if (H) SR <= {SR[29:24], 2'b00, SR[21:16], 2'b00, SR[13:8], 2'b00, SR[5:0], 2'b00};
		else SR <= {2'b00, SR[31:26], 2'b00, SR[23:18], 2'b00, SR[15:10], 2'b00, SR[7:2]};
	end
	always @*
	begin
		case ({EVEN, H})
			3: {GBD, GAD} <= {SR[31], SR[23], SR[15], SR[7], SR[30], SR[22], SR[14], SR[6]};
			2: {GBD, GAD} <= {SR[24], SR[16],  SR[8], SR[0], SR[25], SR[17],  SR[9], SR[1]};
			1: {GBD, GAD} <= {SR[30], SR[22], SR[14], SR[6], SR[31], SR[23], SR[15], SR[7]};
			0: {GBD, GAD} <= {SR[25], SR[17],  SR[9], SR[1], SR[24], SR[16],  SR[8], SR[0]};
		endcase
		{DOTA, DOTB} <= {|GAD, |GBD};
	end
endmodule
```
`./run.sh`:
```
#!/bin/bash
# OpenROAD 26Q1-2900-gdf79404cd8, Yosys 0.63+post, stock flow scripts
make -C /OpenROAD-flow-scripts/flow DESIGN_CONFIG=/design/flow/config.mk WORK_HOME=/design/flow/orfs finish
```
`./config.mk`:
```
export PLATFORM = sky130hd
export DESIGN_NAME = zmc2_dot
export DESIGN_NICKNAME = zmc2_dot
export VERILOG_FILES = /design/flow/design.v
export SDC_FILE = /design/flow/constraint.sdc
export NUM_CORES = 4
export LEC_CHECK = 1
export CORE_AREA = 10 10 112 112
export DIE_AREA = 0 0 122 122
```
`./constraint.sdc`:
```
current_design zmc2_dot

set clk_period 3.1
set clk_io_pct 0.2

create_clock -name clk0 -period $clk_period [get_ports {CLK_12M}]

set non_clock_inputs [all_inputs -no_clocks]
set_input_delay [expr $clk_period * $clk_io_pct] -clock clk0 $non_clock_inputs
set_output_delay [expr $clk_period * $clk_io_pct] -clock clk0 [all_outputs]
```
==> deck_impl_summary.md <==
Implementation Results

Outcome
  • Outcome: complete, but fails checks
  • Violations in the final reports: setup timing

Power and ir drop
  • Cell-internal power: 824 uW
  • Comb pwr share: 21.1%
  • Clk network pwr share: 37.4%
  • Total power: 1.16 mW
  • Switch Pwr: 331 uW
  • Peak VDD IR: 0.169 mV
  • Reg power frac: 41.5%
  • Pwr dens: 480 mW/mm^2
  • Switching share of power: 28.7%
  • Leakage: 1.11 nW

Placement
  • DP HPWL: 3390 um
  • Port buffer count: 45
  • Placed cell count: 316
  • Routability congestion estimate: 0.810

Clock tree
  • Clk latency late pin: 0.34 ns
  • Clock buffer depth: 2
  • Post-CTS Hold Buffers: 0
  • Clk sinks: 32
  • CTS H-Tree Depth: 2
  • CTS tree: done
  • Clock root buffer: clkbuf_8
  • Num CTS Buffers: 5
  • Worst-path clk slew: 0.03 ns

Critical path
  • Cell Chain, Critical Path: mux4_2 -> or4_4 -> buf_2
  • WP buf/inv: 1
  • Setup crit start kind: register
  • WP data arrival: 3.35 ns
  • Crit Path Category: register to output port
  • Slowest Stage Delay on Critical Path: 0.54 ns
  • Slowest-stage cell, CP: or4_4
  • Worst setup EP type: output port
  • Req. time, crit path: 2.48 ns
  • CP top delay family: simple AND/OR/NAND/NOR gates
  • CP Max Fanout: 3

Die
  • Number of top-level pins: 46
  • Rows: 37
  • Die area: 0.0149 sq mm
  • CORE AREA: 0.0102 sq mm
  • Die X: 122 um
  • Chip Height: 122 um
  • Floorplan core density: 13.1%

Drt
  • Drt pass-1 iters: 4
  • Vias per Instance: 3.63
  • Avg WL per Cell: 12.3 um
  • Antenna cells: 0
  • DRT Wirelength: 4430 um
  • Violation count after the first detailed-route iteration: 70
  • Detail Route Antenna Nets: 0
  • # DRC: 0
  • Via count: 1303

GRT
  • Antenna violations before repair: 0
  • Vias in the first global route: 1385
  • Gr ovfl total: 0
  • GR Util All Layers: 6.02%
  • First-pass GRT wire length: 6860 um
  • Maximum number of pins on one net before global-route repair: 39

Layout
  • Top reg by flops: SR
  • Top flop regs: SR: 32 flops
  • Area delta synth->final: 79.1%
  • Max FFs per register: 32
  • Share of cells above drive strength 1: 31.4%
  • Final Core Density: 23.5%
  • Fin cells: 359

Final timing
  • Hold Slack: 0.457 ns
  • Post-route setup slack: -0.866 ns
  • Pins Over Slew Limit: 0
  • Worst-margin pin slew: 0.450 ns
  • Max transition margin: 70.0%
  • Setup TNS: -5.93 ns
  • RSZ-0062 raised after global routing: true
  • Setup violations, final: 10
  • Worst Skew: 0.00771 ns
  • Final hold vios: 0

Synthesis
  • Synth Register Bits: 32
  • Area reported by Yosys stat: 0.00135 sq mm
  • Cell Type Count: 14
  • Syn. warnings: 1
  • Syn Area/Cell: 11.0 sq um
  • Yosys cell count: 122
  • Seq/Total Area, Yosys: 47.6%
  • Post-synthesis cell count: 122
  • Post-Syn Area: 0.00135 sq mm

Flow run
  • MaxCap Viol Count: 0
  • Tool warning count: 60

Hold path
  • Min-delay worst type: register to register
stage by stage:
step | setup slack, ns | area, sq um
floorplan | -0.275 | 1350
global placement | -0.822 | 2120
detailed placement | -0.849 | 2120
CTS | -0.870 | 2380
global route | -0.926 | 2410
finish | -0.866 | 2410
timing repair:
item / CTS / global route
pin swaps: 2 / 1
endpoints found under the setup margin: 35 / 10
gates resized: 44 / 7
buffers inserted: 5 / 5
power by group through the flow:
| stage | Combinational, mW | Sequential [mW] | Clock [mW] |
|---|---|---|---|
| global route | 0.267 | 0.484 | 0.498 |
| finish | 0.244 | 0.479 | 0.432 |
| CTS | 0.239 | 0.479 | 0.449 |
worst reg2reg max path: cells and delay by family (launching register included):
kind	cells	cell delay, ns
mux	1	0.12
buf+inv	2	0.23
compound gates	1	0.08
flops	1	0.32
placed cells by master, fill, tap and decap left out, types with 2 or more instances in the layout:
cell,count
inv_1,32
o21ai_0,17
nand2_1,18
dfxtp_2,14
buf_12,2
clkdlybuf4s50_1,35
a22o_1,15
dfxtp_1,18
mux4_2,8
buf_4,20
mux2i_1,16
buf_2,3
clkbuf_8,5
buf_6,15
worst paths after layout:
| path | startpoint | cells after the start | end | slack [ns] |
|---|---|---|---|---|
| worst min register to register | SR[20]$_DFF_N_ | 1 | SR[22]$_DFF_N_ | 0.46 |
| worst max-delay path | SR[23]$_DFF_N_ | 3 | DOTB | -0.87 |
| worst max register to register | SR[23]$_DFF_N_ | 4 | SR[21]$_DFF_N_ | 2.24 |
| worst min-delay path | SR[20]$_DFF_N_ | 1 | SR[22]$_DFF_N_ | 0.46 |
cell type report:
type / instances / area, sq um
sequential: 32 / 658
clock buffer: 5 / 68.8
tap: 136 / 170
timing repair buffer: 76 / 733
fill: 1057 / 7820
multi-input combinational: 78 / 658
clock inverter: 32 / 120
cells in the mapped netlist:
library cell | number | area, sq um
inv_1 | 1 | 3.75
buf_2 | 2 | 10.0
mux4_2 | 8 | 180
o21ai_0 | 17 | 85.1
nor2_1 | 1 | 3.75
buf_1 | 1 | 3.75
clkbuf_1 | 7 | 26.3
mux2i_1 | 16 | 160
nor2b_1 | 1 | 6.26
a22o_1 | 15 | 131
or4_1 | 2 | 15.0
dfxtp_1 | 32 | 641
buf_6 | 1 | 11.3
nand2_1 | 18 | 67.6
kinds of logic after synthesis:
logic type             Yosys count  share of synthesized area (%)
AOI/OAI and AO/OA               32                           16.1
buffers and inverters           12                           4.09
DFF                             32                           47.6
muxes                           24                           25.3
and+or+nand+nor                 22                           6.88
per-layer routing:
| metal | up-vias | GRT usage [%] | part of all wire (%) |
|---|---|---|---|
| met4 | 0 | 1.42 | 0.95 |
| met1 | 596 | 7.09 | 44 |
| li1 | 654 | - | - |
| met5 | - | 0 | 0 |
| met3 | 6 | 4.23 | 11 |
| met2 | 47 | 8.78 | 44 |
Power figures rest on the tool's default switching activity, not on a simulated workload.
