### ./run.sh
#!/bin/bash
# OpenROAD 26Q1-2900-gdf79404cd8, Yosys 0.63+post, stock flow scripts
make -C /OpenROAD-flow-scripts/flow DESIGN_CONFIG=/design/flow/config.mk WORK_HOME=/design/flow/orfs finish
### ./config.mk
export PLATFORM = sky130hd
export DESIGN_NAME = zmc
export DESIGN_NICKNAME = zmc
export VERILOG_FILES = /design/flow/design.v
export SDC_FILE = /design/flow/constraint.sdc
export NUM_CORES = 4
export LEC_CHECK = 1
export CORE_AREA = 10 10 106 106
export DIE_AREA = 0 0 116 116
### ./constraint.sdc
current_design zmc

set clk_period 2.1
set clk_io_pct 0.2

create_clock -name clk0 -period $clk_period [get_ports {SDRD0}]

set non_clock_inputs [all_inputs -no_clocks]
set_input_delay [expr $clk_period * $clk_io_pct] -clock clk0 $non_clock_inputs
set_output_delay [expr $clk_period * $clk_io_pct] -clock clk0 [all_outputs]
### ./design.v
`timescale 1ns/1ns
module zmc(
	input nRESET,
	input SDRD0,
	input [1:0] SDA_L,
	input [15:8] SDA_U,
	output [18:11] MA
);
	reg [7:0] WINDOW_0;
	reg [6:0] WINDOW_1;
	reg [5:0] WINDOW_2;
	reg [4:0] WINDOW_3;
	assign MA = (~SDA_U[15]) ? {3'b000, SDA_U[15:11]} :     		 
			(SDA_U[15:12] == 4'b1111) ? WINDOW_0 :						 
			(SDA_U[15:12] == 4'b1110) ? {WINDOW_1, SDA_U[11]} :	 
			(SDA_U[15:13] == 3'b110) ? {WINDOW_2, SDA_U[12:11]} :	 
			{WINDOW_3, SDA_U[13:11]};										 
	always @(posedge SDRD0, negedge nRESET)
	begin
		if(!nRESET) begin
			WINDOW_0 <= 'h1E;
			WINDOW_1 <= 'h0E;
			WINDOW_2 <= 'h06;
			WINDOW_3 <= 'h02;
		end
		else begin
			case (SDA_L)
				0: WINDOW_0 <= SDA_U[15:8];
				1: WINDOW_1 <= SDA_U[14:8];
				2: WINDOW_2 <= SDA_U[13:8];
				3: WINDOW_3 <= SDA_U[12:8];
			endcase
		end
	end
endmodule
==> impl_metrics.tcl <==
# collected from the flow reports
set metrics [dict create \
    status "finished, final reports clean" \
    grt_pass1_vias 970 \
    design_area_mm2 0.00179 \
    slew-limit-headroom_pct 71.2 \
    initial_core_util_pct 14.1 \
    max-cap-violations 0 \
    fin_crit_sh_pct 97.8 \
    met3_usage_pct 2.30 \
    hold_viol 0 \
    wl_mm 3.18 \
    drc 0 \
    slew_viol_final 0 \
    clk_latency_ns 0.26 \
    yosys-stat-cells 98 \
    critical_path_class "primary input to output pin" \
    yosysWarnings 1 \
    antenna_cells 0 \
    worstSetupEndpointType "output pin" \
    dpl_cell_area_mm2 0.00164 \
    p_sw_mw 0.292 \
    ios 20 \
    fin_worst_skew_ns 0 \
    ys_chip_area_mm2 0.00125 \
    top_usage_layer "met2" \
    drtIter0Drc 15 \
    netlist_instances 98 \
    core_area_mm2 0.00885 \
    rsz0062_at_grt "no" \
    power_mw 1.20 \
    syn_area_mm2 0.00125 \
    fp.dieW_um 116 \
    period_minus_slack_ns 2.05 \
    async_flop_share_pct 100 \
    required_ns 1.68 \
    stage_log_warnings 26 \
    power.share.clock_pct 26.3 \
    sequentialPowerShare_pct 53.5 \
    vias 907 \
    arrival_ns 1.63 \
    grt_overflow_total 0 \
    grt_use_met2_pct 7.85 \
    avgSynthCellArea_um2 12.8 \
    cellLeakagePower_nw 0.745 \
    numClockSinks 26 \
    grt_max_degree 27 \
    area_growth_pct 43.0 \
    ys.flop_type "dfrtp_1" \
    worst_pin_slew_ns 0.432 \
    wl_per_cell_um 13.2 \
    crit_path_start_kind "primary input" \
    layout_top_cell "mux2_2" \
    ys.flops 26 \
    antenna_found_initial 0 \
    powerDensity_mw_per_mm2 671 \
    postSynthSeqShare_pct 53.0 \
    synth.distinct_cells 21 \
    power_frac_comb_pct 20.3 \
    swShare_pct 24.3 \
    met1_usage_pct 6.20 \
    layout-drive-gt1-share_pct 58.6 \
    intPower_mw 0.909 \
    report.final.setup_viol 0 \
    io_buffers 19 \
    row_count 34 \
    gp_congestion 0.852 \
    cts-root-buf "clkbuf_8" \
    dieArea_mm2 0.0135 \
    holdCritPathClass "primary input to async pin" \
    fmax_mhz 487 \
    clk_pin_slew_worst_paths_ns 0.09 \
    drt_first_pass_iters 4 \
    detail_route.vias_per_cell 3.76 \
    grt_pass1_wl_mm 5.16 \
    final_cell_mix "24 x mux2_2, 17 x buf_4, 16 x dfrtp_1, 10 x dfstp_2, 9 x clkdlybuf4s50_1" \
    grt.total_usage_pct 4.90 \
    dp_hpwl_mm 2.41 \
    clockBufferDepth 2 \
    edf_count 0 \
    ctsHoldBuffers 0 \
    cts_inserted_buffers 3 \
    cts_tree "done" \
    htreeDepth 1 \
    path_max_fanout 5 \
    peakVddDrop_v 0.000297 \
    die_height_um 116 \
    antenna_left 0 \
]
## path summary, 6_finish.rpt
| path | start | depth (start not counted) | slack (ns) | endpoint |
|---|---|---|---|---|
| worst max-delay path | SDA_U[14] | 6 | 0.05 | MA[11] |
| min in group clk0 | WINDOW_2[0] | 1 | 0.52 | WINDOW_2[0] |
| max in group asynchronous | nRESET | 2 | 1.28 | WINDOW_0[4] |
| worst min register to register | WINDOW_2[0] | 1 | 0.52 | WINDOW_2[0] |
| worst max register to register | WINDOW_0[1] | 2 | 1.30 | WINDOW_0[1] |
| worst min-delay path | nRESET | 2 | 0.52 | WINDOW_3[0] |
## routing by layer
metal,vias up,routed length [µm]
met5,-,0
met4,0,21
met3,2,258
met2,13,1450
met1,463,1450
li1,429,-
## critical path, cell delays in order
cell and delay [ns]:
clkdlybuf4s15_2 0.18, and2_4 0.16, and3_4 0.23, buf_4 0.12, mux2_4 0.28, dlygate4sd2_1 0.24
## synthesized netlist by cell type, types with 2 or more instances
cell type	n	share of area, %
mux2_2	24	22
dfrtp_1	16	32
dfstp_2	10	21
a21oi_1	8	3.2
nand2_1	6	1.8
and2_1	5	2.5
a221oi_1	4	2.8
buf_2	3	1.2
o21ai_0	3	1.2
o2bb2ai_1	3	2.1
a31oi_1	2	1.0
buf_6	2	1.8
inv_1	2	0.60
mux2i_1	2	1.6
nor2b_1	2	1.0
## cell type report
type | instances | area, µm²
fillers | 941 | 7060
multi-input cells | 64 | 606
repair buffers | 37 | 323
well taps | 108 | 135
flip-flops and latches | 26 | 663
inverters | 2 | 7.51
clock buffers | 4 | 55.1
## repair_timing
| action | CTS | global route |
|---|---|---|
| resized | 30 | 8 |
| endpoints found under the setup margin | 8 | 5 |
| hold endpoints to repair | 0 | 0 |
| setup buffers | 2 | 2 |
| pin swaps | 8 | 4 |
| cloned | 0 | 0 |
## sequential cells by signal, summed over array words and instances, names as in the netlist
signal and count:
WINDOW_0 8, WINDOW_1 7, WINDOW_2 6, WINDOW_3 5
## per-stage QoR
stage          utilization, %  cells  hold WS (ns)  setup TNS, ns  worst slack, ns
2_1_floorplan               -     98         0.124              0            0.435
3_3_place_gp             18.5    233         0.474          -3.24           -0.469
3_5_place_dp             18.5    233         0.483          -3.30           -0.475
4_1_cts                  19.7    239         0.515        -0.0414          -0.0210
5_1_grt                  20.2    241         0.524              0         0.000851
6_report                 20.2    241         0.520              0           0.0465
## power by group through the flow
stage | combinational (mW) | sequential, mW | clock [mW]
CTS | 0.242 | 0.640 | 0.326
global route | 0.271 | 0.650 | 0.347
finish | 0.243 | 0.642 | 0.316
## kinds of logic after synthesis
logic type,after synthesis,share of synthesized area [%]
buffers and inverters,8,3.90
multiplexers,27,24.4
AND-OR/OR-AND,21,11.5
flip-flops,26,53.0
AND/OR/NAND/NOR,16,7.20
No activity file was given, so power comes from the tool's default toggle rates.
