## flow/run.sh

```bash
#!/bin/bash
# OpenROAD 26Q1-2900-gdf79404cd8, Yosys 0.63+post, stock flow scripts
make -C /OpenROAD-flow-scripts/flow DESIGN_CONFIG=/design/flow/config.mk WORK_HOME=/design/flow/orfs finish
```

## flow/config.mk

```make
export PLATFORM = sky130hd
export DESIGN_NAME = pcm
export DESIGN_NICKNAME = pcm
export VERILOG_FILES = /design/flow/design.v
export SDC_FILE = /design/flow/constraint.sdc
export NUM_CORES = 4
export LEC_CHECK = 1
export CORE_UTILIZATION = 30
```

## flow/constraint.sdc

```tcl
current_design pcm

set clk_period 2.4
set clk_io_pct 0.2

create_clock -name clk0 -period $clk_period [get_ports {CLK_68KCLKB}]
create_clock -name clk1 -period $clk_period [get_ports {SDPMPX}]
create_clock -name clk2 -period $clk_period [get_ports {SDRMPX}]

set non_clock_inputs [all_inputs -no_clocks]
set_input_delay [expr $clk_period * $clk_io_pct] -clock clk0 $non_clock_inputs
set_output_delay [expr $clk_period * $clk_io_pct] -clock clk0 [all_outputs]
```

## flow/design.v

```verilog
`timescale 1ns/1ns
module pcm(
	input MODE,  
	input CLK_68KCLKB,
	input nSDROE, SDRMPX,
	input nSDPOE, SDPMPX,
	inout [7:0] SDRAD,
	input [9:8] SDRA_L,
	input [23:20] SDRA_U,
	inout [7:0] SDPAD,
	input [11:8] SDPA,
	input [7:0] D,
	output [23:0] A
);
	reg [19:0] RALATCH;
	reg [23:0] PALATCH;
	reg [4:0] SR;
	reg [7:0] D_LATCH;
	wire [7:0] RD_LATCH;
	always @(posedge SDRMPX)
	   RALATCH[9:0] <= {SDRA_L, SDRAD};
	always @(negedge SDRMPX)
	   RALATCH[19:10] <= {SDRA_L, SDRAD};
	always @(posedge SDPMPX)
	   PALATCH[11:0] <= {SDPA, SDPAD};
	always @(negedge SDPMPX)
	   PALATCH[23:12] <= {SDPA, SDPAD};
	assign A = nSDPOE ? {SDRA_U, RALATCH} : PALATCH | (MODE ? 24'h200000 : 24'h0);
	wire TRIGTEST, C49B, C68B;
	assign TRIGTEST = SR[4];
	assign C49B = ~(TRIGTEST | nSDPOE);
	assign C68B = ~(C49B | nSDROE);
	always @(posedge CLK_68KCLKB or negedge C68B)
	begin
		if (!C68B)
			SR <= 5'b00000;
		else
			SR <= {SR[3:0], 1'b1};
	end
   	always @(posedge TRIGTEST)
       	D_LATCH <= D;
	assign RD_LATCH = TRIGTEST ? D_LATCH : D;
	assign SDRAD = nSDROE ? 8'bzzzzzzzz : RD_LATCH;
	assign SDPAD = nSDPOE ? 8'bzzzzzzzz : D;
endmodule
```

==> run notes <==
Update from the flow run.

The worst slack at placement is -231 ps. Before any placement, the netlist area is recorded as 1720 um2. In this run the vertical extent of the chip is 77.8 um. The tally of yosys warning messages is 4. Sorting the synthesized cells by area gives the leading types as sky130_fd_sc_hd__dfxtp_1, sky130_fd_sc_hd__mux2_4, sky130_fd_sc_hd__mux2_2, sky130_fd_sc_hd__dfrtp_1, sky130_fd_sc_hd__buf_4. Sorting the Yosys area breakdown by cell type puts at the top sky130_fd_sc_hd__dfxtp_1.

The count of boundary I/O pins is 64. The synthesized design contains 57 register bits. Post-CTS repair changed the size of 44 cells. The global placer's final weighted congestion is 0.728. The die is 77.8 um wide.

8 endpoints have no timing constraint. The terminating stage of the flow is 4_1_cts. In the Yosys report, the sequential cells make up 67.7% of the chip area. The flow did not finish. Synthesis produced 108 cells.

The count of port buffers added during placement is 45. The synthesized netlist was found by Yosys to have 108 cells. The chip area line in the Yosys stat output reads 1720 um2. According to the floorplan log, the row count is 27.

The post-DP HPWL is 2.15 mm. Summed over its instances, the top area cell type makes up 60.5% of the synthesized netlist area. Counting distinct cell types in the post-synthesis netlist gives 14.

The average instance in the mapped netlist occupies 15.9 um2. The number of register pins that no clock reaches is 8. The buffers inserted during post-CTS setup optimization is 0. The first error in the log reads "[error] [KeplerFormal.cpp:679] Workflow failed: Iso has multiple drivers: .D0, input2.X0". The number of hold buffers added after CTS was 0. Counting tap cells, the placed design contains a total of 228 instances. Before placement the cells fill 31.3% of the core.
Yosys cell counts (all sizes together):
cell   instances
inv            2
nor2           3
dfrtp          5
nand2          1
conb           1
o21ai          1
dfxtp         52
mux2          31
buf           12
stage by stage:
| step | cell area (um2) | hold WS [ps] | setup TNS (ps) | util [%] |
|---|---|---|---|---|
| detailed placement | 2280 | 336 | -4450 | 41.3 |
| global placement | 2280 | 338 | -4330 | 41.3 |
| floorplan | 1720 | 331 | 0 | - |
cell families after synthesis:
| kind of cell | after synthesis | share of synthesized area (%) |
|---|---|---|
| compound gates | 1 | 0.290 |
| buf+inv | 14 | 6.90 |
| flops | 57 | 67.7 |
| mux | 31 | 24.0 |
| other cells | 1 | 0.218 |
| simple gates | 4 | 0.872 |
